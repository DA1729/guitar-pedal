==> flow/design.v <==
module clk_slow (
    input  logic clk_in,
    output logic clk_190hz,
    output logic clk_380hz,
    output logic clk_95hz,
    output logic clk_48hz,
    output logic clk_12hz,
    output logic clk1hz5
);
logic [25:0] clk_cntr = 26'h0;
always_ff @(posedge clk_in) begin
    clk_cntr <= clk_cntr + 1;
end
assign clk_12hz = clk_cntr[21];
assign clk1hz5 = clk_cntr[24];
assign clk_380hz = clk_cntr[16];
assign clk_190hz = clk_cntr[17];
assign clk_95hz = clk_cntr[18];
assign clk_48hz = clk_cntr[19];
endmodule
==> flow/run.sh <==
#!/bin/bash
# OpenROAD 26Q1-2900-gdf79404cd8, Yosys 0.63+post, stock flow scripts
make -C /OpenROAD-flow-scripts/flow DESIGN_CONFIG=/design/flow/config.mk WORK_HOME=/design/flow/orfs finish
==> flow/config.mk <==
export PLATFORM = sky130hd
export DESIGN_NAME = clk_slow
export DESIGN_NICKNAME = clk_slow
export VERILOG_FILES = /design/flow/design.v
export SDC_FILE = /design/flow/constraint.sdc
export NUM_CORES = 4
export LEC_CHECK = 1
export CORE_AREA = 10 10 82 82
export DIE_AREA = 0 0 92 92
==> flow/constraint.sdc <==
current_design clk_slow

set clk_period 4.3
set clk_io_pct 0.2

create_clock -name clk0 -period $clk_period [get_ports {clk_in}]

set non_clock_inputs [all_inputs -no_clocks]
set_input_delay [expr $clk_period * $clk_io_pct] -clock clk0 $non_clock_inputs
set_output_delay [expr $clk_period * $clk_io_pct] -clock clk0 [all_outputs]
==> out/qor.yml <==
outcome: "completed"
timing.final.crit_share_pct: 46.64
met3_usage_pct: 1.647
fin_worst_skew_ps: 1.148
crit_path_top_delay_cell: "clkdlybuf4s50_1"
wire_per_inst_um: 8.770
slew_viol_final: 0
clkPwrFrac_pct: 36.3
htree_levels: 1
busiest_layer: "met2"
antenna_cells: 0
clock_sinks: 25
wl_mm: 1.526
dieArea_um2: 8464
post_cts_resized: 0
ys.flops: 25
clock.fmax_mhz: 498.6
ir_drop_uv: 87.07
drc: 0
rows: 26
grt_max_degree: 14
insertion_delay_ps: 260
top_cell_area_share_pct: 48.31
port_buffers: 6
leakagePower_nw: 0.4625
cp-endpoint: "clk_380hz"
warnings: 25
r2r_start: "clk_cntr[16]"
grt.met1_usage_pct: 4.954
fin_crit_ps: 2006
max-slew-margin-rel_pct: 76.27
cp_max_fo: 4
switching_share_pct: 18.10
startpoint_type: "flip-flop"
largest_reg_flops: 25
gp_congestion: 0.7169
cts_buffers: 3
setup_slack_ps: 2294
cap_violations: 0
die_height_um: 92
cp_top_family: "buffers and inverters"
mappedNetlistArea_um2: 1036
r2r_end: "clk_cntr[23]"
totalNegativeSetupSlack_ps: 0
yosys_area_um2: 1036
grt_usage_pct: 3.558
critPathBufInv: 1
synthCells: 95
drt-initial-drc-count: 34
first_global_vias: 570
firstDrtPassIters: 3
seq_area_frac_synth_pct: 48.31
antenna_left: 0
cp-startpoint: "clk_cntr[16]"
vias: 616
clk_pin_slew_ps: 80
post_cts_buffers: 0
yosysUniqueCellTypes: 22
drive_gt1_share_pct: 12.50
crit_chain: "clkdlybuf4s50_1"
largest-register: "clk_cntr"
initCoreUtil_pct: 20.41
met2_usage_pct: 5.000
grt_pass1_wl_mm: 2.539
combinationalPowerShare_pct: 0
syn_avg_cell_area_um2: 10.91
top_cells_by_area: "dfxtp_1 48%, xor2_1 11%, xnor2_1 8.5%"
critical_path_required_ps: 3440
ys_cells: 95
lay_top_cells: "25 x dfxtp_1, 13 x xor2_1, 10 x xnor2_1, 7 x nor3_1"
grt_setup_unrepaired: "false"
grt-ovfl-total: 0
dp_hpwl_mm: 1.134
largestRegisters: "clk_cntr (25)"
worst_slew_pin_slew_ps: 355.4
worstPathArrival_ps: 1150
p_int_mw: 0.2972
endpoint_kind: "output port"
hold_viol: 0
p_switching_mw: 0.06568
worstSetupPathType: "reg2out"
cts_tree: "yes"
coreArea_um2: 5075
lay_top_count: "dfxtp_1"
hold_class: "reg2reg"
r2r_cells: 4
ys_warn_count: 1
path_depth: 1
place_ws_ps: 2568
cpPeakStageDelay_ps: 490
r2r_setup_slack_ps: 2810
top_area_cell: "dfxtp_1"
setup_viol: 0
p_seq_share_pct: 63.7
root_buffer: "clkbuf_8"
top_level_ports: 7
antenna_found_initial: 0
synthToLayoutAreaGrowth_pct: 18.24
clk_path_buf_depth: 2
power_per_cell_area_nw_per_um2: 296.2
die_width_um: 92
cts_hold_buf: 0
via_per_inst: 3.540
==> metal layers <==
layer | share of wire, % | vias to the layer above
met1 | 53 | 265
met3 | 5.3 | 2
met4 | 1.6 | 0
met2 | 40 | 7
li1 | - | 342
met5 | 0 | -
==> power by group through the flow <==
stage / registers (mW) / logic [mW] / clock network (mW)
4_1_cts: 0.231 / 0.000000238 / 0.141
6_report: 0.231 / 0.000000238 / 0.132
5_1_grt: 0.231 / 0.000000238 / 0.146
==> worst min-delay path by stage <==
stage	slack (ps)	start	to	depth (start not counted)
final	450	clk_cntr[0]	clk_cntr[0]	1
after CTS	460	clk_cntr[0]	clk_cntr[0]	1
after global routing	460	clk_cntr[13]	clk_cntr[13]	1
==> cells in the mapped netlist, drive strengths merged <==
cell    count
nor2        4
clkbuf      1
dfxtp      25
inv         6
and3b       1
nand3       9
nand2       5
xor2       13
nand4       3
nor4        5
and3        2
or3         1
nor3        7
and4        2
xnor2      10
ha          1
==> stage by stage <==
step	total power, mW	hold WS [ps]	util (%)	area [um2]	cells
3_3_place_gp	0.2367	430.8	23.25	1180	170
4_1_cts	0.3722	455.6	24.14	1225	174
5_1_grt	0.3777	461.9	24.14	1225	174
3_5_place_dp	0.2367	433.8	23.25	1180	170
2_1_floorplan	0.2367	409.5	-	1036	95
6_report	0.3629	451.0	24.14	1225	174
==> cell families (layout without fill, tap and decap cells) <==
family,count (synthesis),after routing,share of synthesized area [%]
AND/OR/NAND/NOR,39,39,28.50
buffers and inverters,7,16,2.536
XOR/XNOR,23,23,19.44
flip-flops,25,25,48.31
adder cells (fa/ha/maj),1,1,1.208
==> final cells by class <==
| class | instances | area, um2 |
|---|---|---|
| clock buffers | 4 | 45.04 |
| fillers | 545 | 3850 |
| inverters | 6 | 22.52 |
| multi-input cells | 63 | 509.2 |
| flip-flops and latches | 25 | 500.5 |
| well taps | 70 | 87.58 |
| repair buffers | 6 | 60.06 |
No activity file was given, so power comes from the tool's default toggle rates.
