`./config.mk`:
```
export PLATFORM = sky130hd
export DESIGN_NAME = distortion
export DESIGN_NICKNAME = distortion
export VERILOG_FILES = /design/flow/design.v
export SDC_FILE = /design/flow/constraint.sdc
export NUM_CORES = 4
export LEC_CHECK = 1
export CORE_UTILIZATION = 40
```
`./run.sh`:
```
#!/bin/bash
# OpenROAD 26Q1-2900-gdf79404cd8, Yosys 0.63+post, stock flow scripts
make -C /OpenROAD-flow-scripts/flow DESIGN_CONFIG=/design/flow/config.mk WORK_HOME=/design/flow/orfs finish
```
`./constraint.sdc`:
```
current_design distortion

set clk_period 7.2
set clk_io_pct 0.2

create_clock -name clk0 -period $clk_period [get_ports {clk_48}]

set non_clock_inputs [all_inputs -no_clocks]
set_input_delay [expr $clk_period * $clk_io_pct] -clock clk0 $non_clock_inputs
set_output_delay [expr $clk_period * $clk_io_pct] -clock clk0 [all_outputs]
```
`./design.v`:
```
module distortion (
    input  logic [31:0] x,
    output logic [31:0] y,
    input  logic clk_48,
    input  logic [3:0] options,
    input  logic [3:0] en
);
logic signed [31:0] y_temp_s = 32'h00000000;
always_ff @(posedge clk_48) begin
    if (en[0] == 1'b1) begin
        case (options)
            4'b1000: begin  
                if (signed'(x[23:0]) >= 70000) begin
                    y <= 32'(signed'(70000));
                end else if (signed'(x[23:0]) <= -70000) begin
                    y <= 32'(signed'(-70000));
                end else begin
                    y <= x;
                end
            end
            4'b0100: begin  
                if (signed'(x[23:0]) >= 70000) begin
                    y <= 32'(signed'(90000));
                end else if (signed'(x[23:0]) <= -70000) begin
                    y <= 32'(signed'(-90000));
                end else begin
                    y <= x;
                end
            end
            4'b0010: begin  
                if (signed'(x[23:0]) >= 50000) begin
                    y <= 32'(signed'(50000));
                end else if (signed'(x[23:0]) <= -50000) begin
                    y <= 32'(signed'(-50000));
                end else begin
                    y <= x;
                end
            end
            4'b0001: begin  
                if (signed'(x[23:0]) >= 0 && signed'(x[23:0]) < 50) begin
                    y <= 32'(signed'(200));
                end else if (signed'(x[23:0]) >= 50 && signed'(x[23:0]) < 100) begin
                    y <= 32'(signed'(500));
                end else if (signed'(x[23:0]) >= 100 && signed'(x[23:0]) < 200) begin
                    y <= 32'(signed'(1000));
                end else if (signed'(x[23:0]) >= 200 && signed'(x[23:0]) < 500) begin
                    y <= 32'(signed'(2000));
                end else if (signed'(x[23:0]) >= 500 && signed'(x[23:0]) < 1000) begin
                    y <= 32'(signed'(3000));
                end else if (signed'(x[23:0]) >= 1000 && signed'(x[23:0]) < 2000) begin
                    y <= 32'(signed'(4000));
                end else if (signed'(x[23:0]) >= 2000 && signed'(x[23:0]) < 3000) begin
                    y <= 32'(signed'(5000));
                end else if (signed'(x[23:0]) >= 3000 && signed'(x[23:0]) < 4500) begin
                    y <= 32'(signed'(5500));
                end else if (signed'(x[23:0]) >= 4000 && signed'(x[23:0]) < 5000) begin
                    y <= 32'(signed'(6000));
                end else if (signed'(x[23:0]) >= 5000 && signed'(x[23:0]) < 5500) begin
                    y <= 32'(signed'(7000));
                end else if (signed'(x[23:0]) >= 5500 && signed'(x[23:0]) < 6000) begin
                    y <= 32'(signed'(8000));
                end else if (signed'(x[23:0]) >= 6000 && signed'(x[23:0]) < 6500) begin
                    y <= 32'(signed'(9000));
                end else if (signed'(x[23:0]) >= 6500 && signed'(x[23:0]) < 7000) begin
                    y <= 32'(signed'(10000));
                end else if (signed'(x[23:0]) >= 7000 && signed'(x[23:0]) < 7500) begin
                    y <= 32'(signed'(20000));
                end else if (signed'(x[23:0]) >= 7500 && signed'(x[23:0]) < 8000) begin
                    y <= 32'(signed'(30000));
                end else if (signed'(x[23:0]) >= 8000 && signed'(x[23:0]) < 8500) begin
                    y <= 32'(signed'(50000));
                end else if (signed'(x[23:0]) >= 8500 && signed'(x[23:0]) < 9000) begin
                    y <= 32'(signed'(70000));
                end else if (signed'(x[23:0]) >= 9000 && signed'(x[23:0]) < 9500) begin
                    y <= 32'(signed'(95000));
                end else if (signed'(x[23:0]) >= 9500 && signed'(x[23:0]) < 10000) begin
                    y <= 32'(signed'(105000));
                end else if (signed'(x[23:0]) >= 10000 && signed'(x[23:0]) < 15000) begin
                    y <= 32'(signed'(110000));
                end else if (signed'(x[23:0]) >= 15000 && signed'(x[23:0]) < 20000) begin
                    y <= 32'(signed'(115000));
                end else if (signed'(x[23:0]) >= 20000 && signed'(x[23:0]) < 25000) begin
                    y <= 32'(signed'(120000));
                end else if (signed'(x[23:0]) >= 25000 && signed'(x[23:0]) < 30000) begin
                    y <= 32'(signed'(125000));
                end else if (signed'(x[23:0]) >= 30000 && signed'(x[23:0]) < 35000) begin
                    y <= 32'(signed'(130000));
                end else if (signed'(x[23:0]) >= 35000 && signed'(x[23:0]) < 40000) begin
                    y <= 32'(signed'(135000));
                end else if (signed'(x[23:0]) >= 40000 && signed'(x[23:0]) < 45000) begin
                    y <= 32'(signed'(140000));
                end else if (signed'(x[23:0]) >= 45000 && signed'(x[23:0]) < 50000) begin
                    y <= 32'(signed'(145000));
                end else if (signed'(x[23:0]) >= 50000 && signed'(x[23:0]) < 60000) begin
                    y <= 32'(signed'(150000));
                end else if (signed'(x[23:0]) >= 60000 && signed'(x[23:0]) < 70000) begin
                    y <= 32'(signed'(160000));
                end else if (signed'(x[23:0]) >= 70000 && signed'(x[23:0]) < 80000) begin
                    y <= 32'(signed'(170000));
                end else if (signed'(x[23:0]) >= 80000 && signed'(x[23:0]) < 90000) begin
                    y <= 32'(signed'(180000));
                end else if (signed'(x[23:0]) >= 90000 && signed'(x[23:0]) < 100000) begin
                    y <= 32'(signed'(190000));
                end else if (signed'(x[23:0]) >= 100000 && signed'(x[23:0]) < 120000) begin
                    y <= 32'(signed'(200000));
                end else if (signed'(x[23:0]) >= 120000 && signed'(x[23:0]) < 140000) begin
                    y <= 32'(signed'(220000));
                end else if (signed'(x[23:0]) >= 140000 && signed'(x[23:0]) < 160000) begin
                    y <= 32'(signed'(240000));
                end else if (signed'(x[23:0]) >= 160000 && signed'(x[23:0]) < 170000) begin
                    y <= 32'(signed'(260000));
                end else if (signed'(x[23:0]) >= 170000 && signed'(x[23:0]) < 190000) begin
                    y <= 32'(signed'(270000));
                end else if (signed'(x[23:0]) >= 190000 && signed'(x[23:0]) < 200000) begin
                    y <= 32'(signed'(290000));
                end else if (signed'(x[23:0]) >= 200000 && signed'(x[23:0]) < 220000) begin
                    y <= 32'(signed'(300000));
                end else if (signed'(x[23:0]) >= 220000 && signed'(x[23:0]) < 240000) begin
                    y <= 32'(signed'(320000));
                end else if (signed'(x[23:0]) >= 240000 && signed'(x[23:0]) < 260000) begin
                    y <= 32'(signed'(340000));
                end else if (signed'(x[23:0]) >= 260000 && signed'(x[23:0]) < 280000) begin
                    y <= 32'(signed'(360000));
                end else if (signed'(x[23:0]) >= 280000 && signed'(x[23:0]) < 300000) begin
                    y <= 32'(signed'(380000));
                end else if (signed'(x[23:0]) >= 300000) begin
                    y <= 32'(signed'(400000));
                end else if (signed'(x[23:0]) <= 0 && signed'(x[23:0]) > -50) begin
                    y <= 32'(signed'(-200));
                end else if (signed'(x[23:0]) <= -50 && signed'(x[23:0]) > -100) begin
                    y <= 32'(signed'(-500));
                end else if (signed'(x[23:0]) <= -100 && signed'(x[23:0]) > -200) begin
                    y <= 32'(signed'(-1000));
                end else if (signed'(x[23:0]) <= -200 && signed'(x[23:0]) > -500) begin
                    y <= 32'(signed'(-2000));
                end else if (signed'(x[23:0]) <= -500 && signed'(x[23:0]) > -1000) begin
                    y <= 32'(signed'(-3000));
                end else if (signed'(x[23:0]) <= -1000 && signed'(x[23:0]) > -2000) begin
                    y <= 32'(signed'(-4000));
                end else if (signed'(x[23:0]) <= -2000 && signed'(x[23:0]) > -3000) begin
                    y <= 32'(signed'(-5000));
                end else if (signed'(x[23:0]) <= -3000 && signed'(x[23:0]) > -4500) begin
                    y <= 32'(signed'(-5500));
                end else if (signed'(x[23:0]) <= -4000 && signed'(x[23:0]) > -5000) begin
                    y <= 32'(signed'(-6000));
                end else if (signed'(x[23:0]) <= -5000 && signed'(x[23:0]) > -5500) begin
                    y <= 32'(signed'(-7000));
                end else if (signed'(x[23:0]) <= -5500 && signed'(x[23:0]) > -6000) begin
                    y <= 32'(signed'(-8000));
                end else if (signed'(x[23:0]) <= -6000 && signed'(x[23:0]) > -6500) begin
                    y <= 32'(signed'(-9000));
                end else if (signed'(x[23:0]) <= -6500 && signed'(x[23:0]) > -7000) begin
                    y <= 32'(signed'(-10000));
                end else if (signed'(x[23:0]) <= -7000 && signed'(x[23:0]) > -7500) begin
                    y <= 32'(signed'(-20000));
                end else if (signed'(x[23:0]) <= -7500 && signed'(x[23:0]) > -8000) begin
                    y <= 32'(signed'(-30000));
                end else if (signed'(x[23:0]) <= -8000 && signed'(x[23:0]) > -8500) begin
                    y <= 32'(signed'(-50000));
                end else if (signed'(x[23:0]) <= -8500 && signed'(x[23:0]) > -9000) begin
                    y <= 32'(signed'(-70000));
                end else if (signed'(x[23:0]) <= -9000 && signed'(x[23:0]) > -9500) begin
                    y <= 32'(signed'(-95000));
                end else if (signed'(x[23:0]) <= -9500 && signed'(x[23:0]) > -10000) begin
                    y <= 32'(signed'(-105000));
                end else if (signed'(x[23:0]) <= -10000 && signed'(x[23:0]) > -15000) begin
                    y <= 32'(signed'(-110000));
                end else if (signed'(x[23:0]) <= -15000 && signed'(x[23:0]) > -20000) begin
                    y <= 32'(signed'(-115000));
                end else if (signed'(x[23:0]) <= -20000 && signed'(x[23:0]) > -25000) begin
                    y <= 32'(signed'(-120000));
                end else if (signed'(x[23:0]) <= -25000 && signed'(x[23:0]) > -30000) begin
                    y <= 32'(signed'(-125000));
                end else if (signed'(x[23:0]) <= -30000 && signed'(x[23:0]) > -35000) begin
                    y <= 32'(signed'(-130000));
                end else if (signed'(x[23:0]) <= -35000 && signed'(x[23:0]) > -40000) begin
                    y <= 32'(signed'(-135000));
                end else if (signed'(x[23:0]) <= -40000 && signed'(x[23:0]) > -45000) begin
                    y <= 32'(signed'(-140000));
                end else if (signed'(x[23:0]) <= -45000 && signed'(x[23:0]) > -50000) begin
                    y <= 32'(signed'(-145000));
                end else if (signed'(x[23:0]) <= -50000 && signed'(x[23:0]) > -60000) begin
                    y <= 32'(signed'(-150000));
                end else if (signed'(x[23:0]) <= -60000 && signed'(x[23:0]) > -70000) begin
                    y <= 32'(signed'(-160000));
                end else if (signed'(x[23:0]) <= -70000 && signed'(x[23:0]) > -80000) begin
                    y <= 32'(signed'(-170000));
                end else if (signed'(x[23:0]) <= -80000 && signed'(x[23:0]) > -90000) begin
                    y <= 32'(signed'(-180000));
                end else if (signed'(x[23:0]) <= -90000 && signed'(x[23:0]) > -100000) begin
                    y <= 32'(signed'(-190000));
                end else if (signed'(x[23:0]) <= -100000 && signed'(x[23:0]) > -120000) begin
                    y <= 32'(signed'(-200000));
                end else if (signed'(x[23:0]) <= -120000 && signed'(x[23:0]) > -140000) begin
                    y <= 32'(signed'(-240000));
                end else if (signed'(x[23:0]) <= -140000 && signed'(x[23:0]) > -160000) begin
                    y <= 32'(signed'(-240000));
                end else if (signed'(x[23:0]) <= -160000 && signed'(x[23:0]) > -170000) begin
                    y <= 32'(signed'(-260000));
                end else if (signed'(x[23:0]) <= -170000 && signed'(x[23:0]) > -190000) begin
                    y <= 32'(signed'(-270000));
                end else if (signed'(x[23:0]) <= -190000 && signed'(x[23:0]) > -200000) begin
                    y <= 32'(signed'(-290000));
                end else if (signed'(x[23:0]) <= -200000 && signed'(x[23:0]) > -220000) begin
                    y <= 32'(signed'(-300000));
                end else if (signed'(x[23:0]) <= -220000 && signed'(x[23:0]) > -240000) begin
                    y <= 32'(signed'(-320000));
                end else if (signed'(x[23:0]) <= -240000 && signed'(x[23:0]) > -260000) begin
                    y <= 32'(signed'(-340000));
                end else if (signed'(x[23:0]) <= -260000 && signed'(x[23:0]) > -280000) begin
                    y <= 32'(signed'(-360000));
                end else if (signed'(x[23:0]) <= -280000 && signed'(x[23:0]) > -300000) begin
                    y <= 32'(signed'(-380000));
                end else if (signed'(x[23:0]) <= -300000) begin
                    y <= 32'(signed'(-400000));
                end else begin
                    y <= x;
                end
            end
            default: y <= x;
        endcase
    end else begin
        y <= x;
    end
end
endmodule
```
==> results.json <==
{
  "status": "finished, final reports clean",
  "holdCritPathClass": "in2reg",
  "hold_violations": 0,
  "cts_tree": "done",
  "async_reset_ff_share_pct": 0,
  "p_seq_share_pct": 19.2,
  "port_buffers": 69,
  "drtIter0Drc": 2469,
  "cp_slowest_stage_delay_ns": 0.86,
  "dr.pass1.iters": 10,
  "numCtsBuffers": 5,
  "grt_antenna_before_repair": 1,
  "syn2layout_area_growth_pct": 13.1,
  "core_area_um2": 21300,
  "mostFrequentLayoutCells": "nand2_1, nor2_1, a21oi_1",
  "synth_cells": 1404,
  "mostFrequentLayoutCell": "nand2_1",
  "first_global_vias": 12500,
  "cts-resized-gates": 0,
  "top_cells_by_area": "dfxtp_1, nand2_1, nor2_1",
  "edf_count": 0,
  "antennaDiodeCount": 0,
  "cts.sinks": 32,
  "cp.required_ns": 7.41,
  "fillCellCount": 2248,
  "path_class": "in2reg",
  "ys_ff": 32,
  "setup_tns_ns": 0,
  "route.detailed.drc": 0,
  "sw_frac_of_total_pct": 47.8,
  "grt_pass1_wl_um": 88100,
  "ys_area_um2": 8810,
  "leakagePower_uw": 0.00361,
  "holdBufCountCts": 0,
  "fp-utilization_pct": 41.4,
  "power.internal_uw": 540,
  "yosys-stat-cells": 1404,
  "critPathLaunchType": "primary input",
  "p_switching_uw": 494,
  "overflow": 0,
  "die_area_um2": 22600,
  "cap_violations": 0,
  "endpoint_kind": "flop",
  "postCtsSetupBuffers": 0,
  "wl_per_cell_um": 36.2,
  "synth_cell_types": 88,
  "avgSynthCellArea_um2": 6.28,
  "placementRows": 53,
  "grt_max_degree": 43,
  "dieHeight_um": 150,
  "vias": 13900,
  "tool_warnings": 28,
  "vias_per_cell": 8.14,
  "crit_chain": "clkdlybuf4s50_1 > buf_4 > nor4b_2 > nand2_1 > o2111ai_1 > nand3_1 > nand2_1 > nand3_1 > or3_1 > nor4_1 > o21ai_0 > a31oi_1",
  "cts.reportedPaths.clkPinSlew_ns": 0.06,
  "cts_buffer_depth": 2,
  "place.detailed.hpwl_um": 46300,
  "synth_top_area_share_pct": 7.27,
  "largest-register": "y",
  "ioPinCount": 73,
  "grt_use_total_pct": 55.4,
  "routed_wl_um": 61800,
  "layout_min_cycle_time_ns": 6.33,
  "yosys.stat.seqShare_pct": 7.27,
  "finalMaxSlewViolations": 0,
  "htree_levels": 2,
  "rsz0062_at_grt": "false",
  "ant_nets": 0,
  "worstPathArrival_ns": 6.54,
  "critPathSlowestCell": "nor4b_2",
  "worst_pin_slew_ns": 1.43,
  "synthFlopType": "dfxtp_1",
  "cp_max_fo": 19,
  "synth_area_um2": 8810,
  "crit_end": "y[13]",
  "clkPwrFrac_pct": 24.1,
  "combPwrFrac_pct": 56.8,
  "layout-drive-gt1-share_pct": 9.57,
  "post-route-period-util_pct": 87.9,
  "setup_viol": 0,
  "place_congestion": 1.15,
  "fmax_ghz": 0.158,
  "die_x_um": 150,
  "top_area_cell": "dfxtp_1",
  "ys_warn_count": 1,
  "fin_util_pct": 46.8,
  "top_regs": "y x32",
  "cts_root_buf": "clkbuf_16",
  "crit_start": "x[14]",
  "slew_headroom_pct": 3.73,
  "peakVddDrop_uv": 109,
  "p_per_area_nw_per_um2": 104,
  "largest_register_ffs": 32
}
## power by group through the flow
stage     sequential, uW  combinational, uW  clock (uW)
6_report             198                587         249
4_1_cts              199                536         252
5_1_grt              200                597         256
## worst max-delay path, delay by kind of cell
family                 cells  cell delay (ns)
AND/OR/NAND/NOR            7             2.79
AND-OR/OR-AND              3             1.37
buffers and inverters      2             0.92
## layout make-up
cell class	instances	area, um^2	area share, %
Clock inverter	3	42.5	0.427
Multi-Input combinational cell	1244	7640	76.6
Sequential cell	32	641	6.43
Inverter	17	63.8	0.640
Timing Repair Buffer	131	1110	11.1
Tap cell	275	344	3.45
Clock buffer	5	125	1.26
## worst min-delay path by stage
stage / from / slack, ns / cells after the start / endpoint
4_1_cts: x[26] / 1.73 / 2 / y[26]
5_1_grt: x[25] / 1.75 / 2 / y[25]
6_report: x[25] / 1.74 / 2 / y[25]
## logic make-up (layout without fill, tap and decap cells)
family | after synthesis | count (layout) | share of synthesized area, %
compound gates | 422 | 422 | 34.0
xor+xnor | 1 | 1 | 0.0994
buf+inv | 128 | 156 | 6.09
flops | 32 | 32 | 7.27
mux | 4 | 4 | 0.483
simple gates | 817 | 817 | 52.0
## cells in the mapped netlist, types with 9 or more instances
cell,count
nand2_1,142
nor2_1,141
a21oi_1,70
nor3_1,68
nand3_1,65
clkbuf_1,60
nand4_1,60
o21ai_0,60
nor4_1,55
buf_2,39
or3_1,35
a31oi_1,33
dfxtp_1,32
and2_1,31
o31ai_1,29
a211oi_1,28
a21o_1,27
and3_1,27
or2_2,25
o211ai_1,22
or4_1,22
nand2b_1,19
nor2b_1,19
inv_1,17
and4_1,15
nand4b_1,14
nor3b_1,13
a41oi_1,12
a311oi_1,11
buf_1,11
o211a_1,11
nor4b_1,10
o21a_1,10
a31o_2,9
## metrics by stage
step	power, uW	cells	area [um^2]	setup WS, ns	hold WS [ns]
4_1_cts	986	1707	9970	1.37	1.73
2_1_floorplan	503	1404	8810	2.71	1.55
6_report	1030	1707	9970	0.870	1.74
3_3_place_gp	741	1699	9800	1.11	2.02
5_1_grt	1050	1707	9970	0.795	1.75
3_5_place_dp	736	1699	9800	1.08	2.02
## layer usage
metal / vias to the layer above / GRT usage, % / share of wire, % / wire length, um
met2: 1429 / 76.1 / 38 / 23700
met3: 452 / 27.1 / 17 / 10300
met5: - / 0 / 0 / 0
met4: 0 / 41.8 / 11 / 6740
met1: 6386 / 65.8 / 34 / 21000
li1: 5622 / - / - / -
Power is estimated from default activity; no workload was simulated.
